### run.sh
#!/bin/bash
# OpenROAD 26Q1-2900-gdf79404cd8, Yosys 0.63+post, stock flow scripts
make -C /OpenROAD-flow-scripts/flow DESIGN_CONFIG=/design/flow/config.mk WORK_HOME=/design/flow/orfs finish
### config.mk
export PLATFORM = sky130hd
export DESIGN_NAME = EX_stage
export DESIGN_NICKNAME = EX_stage
export VERILOG_FILES = /design/flow/design.v
export SDC_FILE = /design/flow/constraint.sdc
export NUM_CORES = 4
export LEC_CHECK = 1
export CORE_UTILIZATION = 40
### constraint.sdc
current_design EX_stage

set clk_period 37.3
set clk_io_pct 0.2

create_clock -name clk0 -period $clk_period

set non_clock_inputs [all_inputs -no_clocks]
set_input_delay [expr $clk_period * $clk_io_pct] -clock clk0 $non_clock_inputs
set_output_delay [expr $clk_period * $clk_io_pct] -clock clk0 [all_outputs]
### design.v
`timescale 1ns / 1ps
module ALU_control (
    input wire [1:0] ALUOp,      
    input wire [2:0] funct3,     
    input wire [6:0] funct7,     
    output reg [3:0] alu_ctrl    
);
    always @(*) begin
        case (ALUOp)
            2'b00: alu_ctrl = 4'b0010;  
            2'b01: alu_ctrl = 4'b0110;  
            2'b10: begin                
                case (funct3)
                    3'b000: alu_ctrl = (funct7[5]) ? 4'b0110 : 4'b0010;  
                    3'b111: alu_ctrl = 4'b0000;  
                    3'b110: alu_ctrl = 4'b0001;  
                    3'b010: alu_ctrl = 4'b0111;  
                    default: alu_ctrl = 4'b1111;  
                endcase
            end
            default: alu_ctrl = 4'b1111;
        endcase
    end
endmodule
`timescale 1ns / 1ps
module Branch_unit (
    input wire [31:0] PC,           
    input wire [31:0] imm,          
    input wire Branch,              
    input wire Zero,                
    output reg [31:0] PC_next,      
    output reg branch_taken         
);
always @(*) begin
    if (Branch && Zero) begin
        branch_taken = 1'b1;
        PC_next = PC + imm;         
    end
    else begin
        branch_taken = 1'b0;
        PC_next = PC + 4;           
    end
end
endmodule
`timescale 1ns / 1ps
module EX_stage (
    input  wire [31:0] pc_in,           
    input  wire [31:0] rdata1,          
    input  wire [31:0] rdata2,          
    input  wire [31:0] imm_out,         
    input  wire [6:0] funct7,           
    input  wire [2:0] funct3,           
    input  wire [1:0] ALUOp,            
    input  wire        ALUSrc,          
    input  wire        Branch,          
    output wire [31:0] ALU_result,      
    output wire        Zero,            
    output wire [31:0] PC_next,         
    output wire        branch_taken     
);
    wire [3:0] ALU_Ctrl;
    wire [31:0] ALU_input2;
    ALU_control alu_ctrl_inst (
        .ALUOp(ALUOp),
        .funct3(funct3),
        .funct7(funct7),
        .alu_ctrl(ALU_Ctrl)
    );
    assign ALU_input2 = (ALUSrc) ? imm_out : rdata2;
    alu alu_inst (
        .A(rdata1),
        .B(ALU_input2),
        .ALU_Ctrl(ALU_Ctrl),
        .ALU_Result(ALU_result),
        .Zero(Zero)
    );
    Branch_unit branch_inst (
        .PC(pc_in),
        .imm(imm_out),
        .Branch(Branch),
        .Zero(Zero),
        .PC_next(PC_next),
        .branch_taken(branch_taken)
    );
endmodule
`timescale 1ns / 1ps
module alu (
    input  wire [31:0] A,           
    input  wire [31:0] B,           
    input  wire [3:0]  ALU_Ctrl,    
    output reg  [31:0] ALU_Result,  
    output wire Zero                 
);
    always @(*) begin
        case (ALU_Ctrl)
            4'b0010: ALU_Result = A + B;       
            4'b0110: ALU_Result = A - B;       
            4'b0000: ALU_Result = A & B;       
            4'b0001: ALU_Result = A | B;       
            4'b0111: ALU_Result = (A < B) ? 32'b1 : 32'b0;  
            4'b0011: ALU_Result = A ^ B;       
            4'b0100: ALU_Result = A << B[4:0];  
            4'b0101: ALU_Result = A >> B[4:0];  
            default: ALU_Result = 32'b0;
        endcase
    end
    assign Zero = (ALU_Result == 32'b0) ? 1'b1 : 1'b0;
endmodule
==> run summary <==
Numbers from the implementation run.

The number of global-route vias before repair is about 8000. The endpoint arrival time on the critical path is 13.73 ns. For the pin with the worst max-slew slack, the measured transition is between 0.9 and 1 ns. In this run, the synthesized area fraction spent on AND-OR/OR-AND gates is recorded as 0.299.

The fmax is around 0.047 GHz. The flop count is 0. The layout cell share with drive strength beyond 1 is 0.0358. The net switching power figure is between 0.09 and 0.1 mW. The number of maximum-capacitance violations recorded for the run is 0. According to the floorplan report, the die width is about 140 um.

Clock buffers in the final layout number 0. Along the worst path, the maximum fanout reaches 32. For reference, the top logic cell family by area is AND-OR/OR-AND gates. In the Yosys stats the netlist draws on 81 distinct library cells.

The average cell area after synthesis is about 6.9 um2. The power report attributes to the clock group a share of 0. The stage delay of the slowest cell on the critical path is about 0.55 ns. The share of the synthesized area in the top cell type is 0.225. The cell sequence reported for the critical path is buf_2 > buf_4 > mux2i_1 > inv_1 > ha_1 > fa_1 > nor2_1 > o221ai_1 > a21oi_1 > o21ai_0 > o311ai_1 > o21ai_0 > a221o_1 > a22o_1 > nor4_2 > and3_1 > nand3_2 > buf_4 > inv_1 > mux2_2 > clkdlybuf4s50_1. The part of the total power dissipated in sequential elements is 0.

The worst min-delay path class is in -> out. For this run, the register share of the synthesized area comes to 0. Once the clock tree was built, the resizer swapped 0 gates to a different size. In this run the static leakage power is roughly 4.6 nW. The stage logs contain a warning count of roughly 120. Looking at the post-CTS report, the setup buffer insertion count equals 0.

In the routed design, unresolved DRC markers number 0. The endpoint class of the critical path is an output port. The internal cell power is 0.0792 mW. The share of total power consumed by net switching is 0.540.

The chip area line in the Yosys stat output reads 8070 um2. In this run, the synthesized area fraction spent on xor and xnor cells is recorded as 0.0760. Summing all multi-input logic gate instances after layout gives 7440 um2. The nature of the critical path startpoint is an input port. The post-synthesis adder-cell area fraction is 0.232. The report lists the power per cell area as 16.7 nW/um2. The run finished with clean final reports. The hold-critical path depth is 4. Once iteration 0 of detailed routing completed, the report listed between 600 and 700 DRC markers.

The slack of the critical path is between 15 and 20 ns. The worst VDD IR drop from the latest analysis is between 0.008 and 0.009 mV. Setup repair after global routing left no endpoint under its margin. Global routing finished with a remaining overflow of 0. The yosys cell count is 1173. By startpoint and endpoint, the worst setup path is classified as in -> out. The flow measured a signed area growth from synthesis to layout of 27.9%.

The portion of synthesized area spent on multiplexers is 0.0879. In this run the tool buffered the top-level ports with 202 buffer cells. The script logs the mean routed wire length per placed instance as roughly 18 um. The worst setup slack after placement is 16.16 ns. The part of the cycle the worst path needs is 0.568.

The final timing report lists a max-slew violation count of 0. For reference, the placement row count at floorplan is about 51. The floorplan-stage core utilization is 0.412.

The number of stages on the worst setup path is 21. Per the post-route antenna check, the number of violating nets is 0. The critical path's slowest stage uses the library cell sky130_fd_sc_hd__mux2i_1. The detailed router reported a total wirelength of between 20000 and 30000 um. The global routing report lists combined usage of all routing layers as 0.275.

The number of buffers added to fix hold violations after cts is 0. The final-report hold violation count is 0. The relative contribution of combinational cells to total power is 1.000. The total half-perimeter wirelength after legalization and detailed placement is 23500 um. The area taken by flip-flops and latches is 0 um2. The floorplan die height is about 140 um. The number of top-level design ports is 208. The post-synthesis cell count is 1173. For this run, the detailed router reports a per-instance via density of around 5.6. The number of antenna violations at the first check in global routing is 0.

After detailed placement, the design holds a cell count of between 1500 and 2000. Entering global routing, the biggest net connects between 60 and 70 pins. The number of fillers in the final layout is approximately 2000.

The main area contributors are sky130_fd_sc_hd__ha_1 22%, sky130_fd_sc_hd__mux2i_1 7.8%, sky130_fd_sc_hd__a21oi_1 5.8%. Per the synthesis report, the simple-gate share of the synthesized area is 0.225. The placeable core region is 19600 um2. Leaving out filler cells and counting taps, the final layout contains 1607.

The first-pass iteration count of the detailed router is 5. The chip area is 20800 um2. In this run the cell area of the synthesized design comes to between 8000 and 9000 um2. The number of warnings reported in the yosys synthesis log is 3.

In the routed netlist, the antenna diode instances number 0. The total of endpoints with negative setup slack in the final report is 0. Looking at area per cell type in the netlist, the leader is sky130_fd_sc_hd__ha_1. The number of vias in the routed layout is 9073.

STA puts the critical path data required time at between 20 and 30 ns. The minimum period implied by the final worst setup slack is 21.19 ns. The global-route wire length before repair is about 44000 um.

The aggregate negative setup slack is 0 ns. The tightest slew margin relative to the limit is 0.398. The timing report notes that buffer and inverter cells on the critical path total 6.

After its last routability iteration, the placer logged a weighted congestion of approximately 1. The timing report attributes the biggest portion of critical-path delay to AND-OR/OR-AND gates.
## cells by family (layout without fill, tap and decap cells)
logic type      count (synthesis)  in the layout
simple gates                  369            369
compound gates                352            352
buf+inv                       164            333
fa+ha+maj                     148            148
xor+xnor                       70             70
mux                            70             70
## Yosys cell counts (22+ instances only)
cell                       instances
sky130_fd_sc_hd__ha_1            145
sky130_fd_sc_hd__inv_1           116
sky130_fd_sc_hd__nor2_1          106
sky130_fd_sc_hd__a21oi_1          93
sky130_fd_sc_hd__nand2_1          87
sky130_fd_sc_hd__o21ai_0          74
sky130_fd_sc_hd__mux2i_1          63
sky130_fd_sc_hd__xnor2_1          42
sky130_fd_sc_hd__nand3_1          35
sky130_fd_sc_hd__clkbuf_1         29
sky130_fd_sc_hd__nor3_1           29
sky130_fd_sc_hd__xor2_1           28
sky130_fd_sc_hd__nand4_1          22
## per-layer routing
metal  share of wire  global-route usage  wire length (um)  vias up
met5               0                   0                 0        -
met2            0.48               0.472             13700      273
met4           0.019              0.0493               540        0
li1                -                   -                 -     4604
met3           0.052              0.0155              1480       22
met1            0.45               0.381             13000     4174
## path summary, 6_finish.rpt
path      from          to  slack, ns
min   pc_in[1]  PC_next[1]      15.93
max     ALUSrc  PC_next[3]      16.11
## power groups by stage
| stage | clock (mW) | combinational (mW) | sequential (mW) |
|---|---|---|---|
| 5_1_grt | 0 | 0.190 | 0 |
| 4_1_cts | 0 | 0.171 | 0 |
| 6_report | 0 | 0.172 | 0 |
## cells in the final DEF, fill, tap and decap left out, drive strengths merged, types with 28 or more instances in the layout
master and count:
a21oi 93, clkdlybuf4s50 200, ha 145, inv 117, mux2i 63, nand2 87
nand3 36, nor2 106, nor3 30, o21ai 77, xnor2 42, xor2 28
## per-stage QoR
step | instance area [um2] | power (mW) | hold WS, ns | utilization
after floorplan | 8070 | 0.104 | 14.94 | -
after global placement | 10300 | 0.170 | 15.93 | 0.527
after detailed placement | 10300 | 0.170 | 15.93 | 0.527
after CTS | 10300 | 0.171 | 15.94 | 0.527
after global routing | 10300 | 0.190 | 16.02 | 0.527
final | 10300 | 0.172 | 15.93 | 0.527
## area by class of cell
cell class / count / area share
Inverter: 118 / 0.0429
Timing Repair Buffer: 215 / 0.204
Tap cell: 265 / 0.0321
Multi-Input combinational cell: 1009 / 0.721
Power is estimated from default activity; no workload was simulated.
