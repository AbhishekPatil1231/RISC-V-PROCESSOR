==> design/flow/design.v <==
`timescale 1ns / 1ps
module MEM_stage (
    input  wire        clk,             
    input  wire        MemRead,         
    input  wire        MemWrite,        
    input  wire [31:0] ALU_result,      
    input  wire [31:0] rdata2,          
    output wire [31:0] read_data,       
    output wire [31:0] ALU_result_out   
);
    reg [31:0] data_mem [0:255];  
    always @(posedge clk) begin
        if (MemWrite)
            data_mem[ALU_result[9:2]] <= rdata2;  
    end
    assign read_data = (MemRead) ? data_mem[ALU_result[9:2]] : 32'b0;
    assign ALU_result_out = ALU_result;
endmodule
==> design/flow/run.sh <==
#!/bin/bash
# OpenROAD 26Q1-2900-gdf79404cd8, Yosys 0.63+post, stock flow scripts
make -C /OpenROAD-flow-scripts/flow DESIGN_CONFIG=/design/flow/config.mk WORK_HOME=/design/flow/orfs finish
==> design/flow/config.mk <==
export PLATFORM = sky130hd
export DESIGN_NAME = MEM_stage
export DESIGN_NICKNAME = MEM_stage
export VERILOG_FILES = /design/flow/design.v
export SDC_FILE = /design/flow/constraint.sdc
export NUM_CORES = 4
export LEC_CHECK = 1
export CORE_UTILIZATION = 40
export SYNTH_MEMORY_MAX_BITS = 65536
==> design/flow/constraint.sdc <==
current_design MEM_stage

set clk_period 41.9
set clk_io_pct 0.2

create_clock -name clk0 -period $clk_period [get_ports {clk}]

set non_clock_inputs [all_inputs -no_clocks]
set_input_delay [expr $clk_period * $clk_io_pct] -clock clk0 $non_clock_inputs
set_output_delay [expr $clk_period * $clk_io_pct] -clock clk0 [all_outputs]
==> flow_summary_export.csv <==
group,metric,value,unit
run_status,outcome,"finished clean",
detailed_routing,vias,158483,
die,die_w,888.6,um
clock_tree,h-tree-depth,6,
power_and_ir_drop,leakage,112.8,nW
clock_tree,cts_setup_buffers,0,
synthesis,synth_cell_types,56,
timing,setup-violations-final,0,
final_layout,syn_to_final_growth,13.91,%
synthesis,yosys_area,314400,um^2
clock_tree,cts_buffers,806,
timing,fmax,39.16,MHz
synthesis,syn_area_per_cell,20.50,um^2
die,core,783200,um^2
detailed_routing,drc,0,
die,rows,325,
worst_setup_path,arrival,17160,ps
worst_setup_path,cpPeakStageDelay,1160,ps
global_routing,grt_max_degree,116,
synthesis,yosysWarnings,1,
global_routing,grt_antenna_before_repair,45,
die,die_area,789500,um^2
worst_setup_path,required,33520,ps
flow_run,cap_viol_max_count,0,
synthesis,synth-edff-count,8192,
clock_tree,cts_sinks,8192,
die,dieHeight,888.6,um
power_and_ir_drop,powerDensity,46.89,nW/um^2
synthesis,synth-main-ff-cell,"edfxtp_1",
worst_setup_path,path_cells,"buf_16, buf_4, buf_4, buf_4, buf_4, buf_4, buf_4, buf_4, buf_4, buf_12, mux2i_1, a21oi_1, o221ai_1, nand4_1, a21oi_1, a2111oi_1, buf_4, clkdlybuf4s50_1",
global_routing,grt_pass1_vias,169721,
timing,fin_crit,25540,ps
timing,rsz0062_at_grt,"no",
clock_tree,hold_buffers,0,
die,pin_count,131,
timing,finalCritPeriodShare,0.6095,
detailed_routing,drt_iter0_markers,11262,
detailed_routing,first_pass_iters,5,
die,floorplan.core_util,0.4014,
clock_tree,clk_pin_slew,60,ps
worst_setup_path,path_class,"input port to primary output",
clock_tree,cts_resized,0,
placement,gp_congestion,0.9179,
worst_setup_path,critical_path.most_common_cell,"buf_4",
min_path,hold_class,"input port to flip-flop",
synthesis,async_flop_share,0,
detailed_routing,avgRoutedWirePerCell,34.10,um
timing,hold_viol,0,
worst_setup_path,path_max_fanout,94,
final_layout,largest_register_ffs,8192,
synthesis,synth_cells,15335,
power_and_ir_drop,ir_worst_vdd,0.04669,mV
clock_tree,cts-root-buf,"clkbuf_16",
timing,worst_slew_pin_slew,1441,ps
detailed_routing,wl,931800,um
synthesis,synth_area,314400,um^2
clock_tree,cts.path.max_buffers,4,
worst_setup_path,crit_path_top_delay_cell,"a2111oi_1",
detailed_routing,vias_per_cell,5.800,
synthesis,ys_cells,15335,
worst_setup_path,end_kind,"primary output",
timing,slew_headroom,0.03722,
final_layout,fill_cells,64232,
final_layout,drive_above_1_share,0.2283,
final_layout,fin_util,0.4573,
detailed_routing,ant_nets,0,
synthesis,ys_ff,8192,
clock_tree,tritoncts,"done",
timing,slew_violations,0,
placement,portBuffers,82,
timing,tns,0,ps
flow_run,warning_count,34,
global_routing,grt_overflow_total,0,
global_routing,grt_usage,0.2586,
timing,worst_hold_slack,7612,ps
global_routing,grt_pass1_wl,1298000,um
worst_setup_path,start_kind,"input port",
placement,dp_hpwl,547100,um
synthesis,yosysSeqAreaShare,0.7824,
## placed cells by master (no fill, tap or decap), drive strengths merged, types with 3 or more instances in the layout
master	n
nor3	38
mux4	1154
o32ai	30
clkinv	386
a22o	32
diode	38
a22oi	70
clkdlybuf4s50	41
a21oi	383
nand3	181
buf	930
o21ai	354
mux2i	1418
a2111oi	186
nand2	167
edfxtp	8192
nor4	95
nand4bb	5
or4	31
nand4	135
nand4b	4
nand2b	4
o211ai	31
a221oi	126
and2	8
or2	3
o22ai	416
and3	34
clkinvlp	15
o221ai	62
a211oi	181
bufinv	42
nor2	480
clkbuf	1014
nor2b	192
inv	17
mux2	348
## area by class of cell
cell class / instances / area [um^2] / share of cell area
multi-input combinational: 6184 / 65820 / 0.1838
antenna: 38 / 95.09 / 0.0002655
inverter: 3 / 18.77 / 0.00005240
sequential: 8192 / 246000 / 0.6869
clock inverter: 457 / 4059 / 0.01133
timing repair buffer: 973 / 7974 / 0.02226
clock buffer: 1012 / 21090 / 0.05889
tap: 10464 / 13090 / 0.03656
## power breakdown
group | internal [mW] | leakage (nW) | total, mW | switching (mW)
registers | 9.03 | 73.6 | 9.04 | 0.00349
clock network | 3.83 | 12.2 | 6.92 | 3.09
logic | 0.248 | 26.9 | 0.841 | 0.592
## stage by stage
step                      power, mW  setup slack [ps]  cells  area [um^2]
after detailed placement      10.04             16270  25814       332900
after global placement        10.03             16250  25811       332800
after CTS                     16.87             16220  27283       358000
after global routing          17.23             15940  27302       358100
final                         16.79             16360  27323       358100
after floorplan               9.592             23020  15335       314400
## critical path, delay by kind of cell
family,cells,cell delay [ps]
buf+inv,12,6250
compound gates,4,1610
simple gates,1,270
mux,1,160
## kinds of logic (layout without fill, tap and decap cells)
| group | Yosys count | after routing | share of synthesized area |
|---|---|---|---|
| flops | 8192 | 8192 | 0.7824 |
| mux | 2920 | 2920 | 0.1403 |
| compound gates | 1877 | 1877 | 0.03923 |
| simple gates | 1387 | 1387 | 0.02216 |
| buf+inv | 959 | 2445 | 0.01590 |
| other cells | 0 | 38 | 0 |
## Yosys cell counts (all sizes together) (167+ instances only)
master	count	area, um^2
nor2b	192	1201
clkbuf	379	1426
nand3	181	905.9
o21ai	354	1772
nand2	167	626.9
o22ai	416	2603
mux2i	1418	14190
a211oi	181	1359
edfxtp	8192	246000
a2111oi	186	1688
mux4	1154	25990
mux2	348	3919
nor2	480	1802
buf	577	3561
a21oi	383	1917
## final timing paths
| check | from | endpoint | slack (ps) | cells after the start |
|---|---|---|---|---|
| worst max-delay path | ALU_result[3] | read_data[22] | 16360 | 18 |
| worst min-delay path | rdata2[28] | data_mem[187][28] | 7610 | 1 |
## metal layers
layer,part of all wire,wire [um],track usage
met1,0.30,278200,0.2853
met2,0.44,411200,0.3550
met3,0.21,197700,0.2404
met4,0.044,40650,0.08331
met5,0.0044,4128,0.05019
No activity file was given, so power comes from the tool's default toggle rates.
