===== design.v =====
`timescale 1ns / 1ps
module ID_stage (
    input wire clk,
    input wire rst,
    input wire [31:0] instr,         
    input wire [31:0] write_data,    
    output wire [31:0] rdata1,       
    output wire [31:0] rdata2,       
    output wire [31:0] imm_out,      
    output wire RegWrite,            
    output wire MemRead,
    output wire MemWrite,
    output wire Branch,
    output wire MemtoReg,
    output wire ALUSrc,
    output wire [1:0] ALUOp,         
    output wire [6:0] opcode,
    output wire [2:0] funct3,
    output wire [6:0] funct7,
    output wire [4:0] rs1,
    output wire [4:0] rs2,
    output wire [4:0] rd
);
    wire [6:0] opcode_w;
    wire [2:0] funct3_w;
    wire [6:0] funct7_w;
    wire [4:0] rs1_w, rs2_w, rd_w;
    decoder dec_inst (
        .instr(instr),
        .opcode(opcode_w),
        .funct3(funct3_w),
        .funct7(funct7_w),
        .rs1(rs1_w),
        .rs2(rs2_w),
        .rd(rd_w)
    );
    imgen imm_inst (
        .instr(instr),
        .imm_out(imm_out)
    );
    control ctrl_inst (
        .opcode(opcode),
        .Branch(Branch),
        .MemRead(MemRead),
        .MemtoReg(MemtoReg),
        .ALUOp(ALUOp),
        .MemWrite(MemWrite),
        .ALUSrc(ALUSrc),
        .RegWrite(RegWrite)
    );
    register reg_inst (
            .clk(clk),
            .rst(rst),
            .RegWrite(RegWrite),
            .rs1(rs1_w),
            .rs2(rs2_w),
            .rd(rd_w),
            .write_data(write_data),
            .rdata1(rdata1),
            .rdata2(rdata2)
        );
    assign opcode = opcode_w;
    assign funct3 = funct3_w;
    assign funct7 = funct7_w;
    assign rs1 = rs1_w;
    assign rs2 = rs2_w;
    assign rd  = rd_w;
endmodule
`timescale 1ns / 1ps
module control (
    input  [6:0] opcode,      
    output reg Branch,
    output reg MemRead,
    output reg MemtoReg,
    output reg [1:0] ALUOp,
    output reg MemWrite,
    output reg ALUSrc,
    output reg RegWrite
);
    always @(*) begin
        Branch   = 0;
        MemRead  = 0;
        MemtoReg = 0;
        ALUOp    = 2'b00;
        MemWrite = 0;
        ALUSrc   = 0;
        RegWrite = 0;
        case (opcode)
            7'b0110011: begin  
                RegWrite = 1;
                ALUSrc   = 0;
                ALUOp    = 2'b10;
            end
            7'b0010011: begin  
                RegWrite = 1;
                ALUSrc   = 1;
                ALUOp    = 2'b11;
            end
            7'b0000011: begin  
                RegWrite = 1;
                ALUSrc   = 1;
                MemRead  = 1;
                MemtoReg = 1;
                ALUOp    = 2'b00;
            end
            7'b0100011: begin  
                ALUSrc   = 1;
                MemWrite = 1;
                ALUOp    = 2'b00;
            end
            7'b1100011: begin  
                Branch   = 1;
                ALUOp    = 2'b01;
            end
            7'b1101111: begin  
                RegWrite = 1;
                Branch   = 1;
                ALUOp    = 2'b00;
            end
            7'b0110111: begin  
                RegWrite = 1;
                ALUSrc   = 1;
                ALUOp    = 2'b00;
            end
            default: begin
                Branch   = 0;
                MemRead  = 0;
                MemtoReg = 0;
                ALUOp    = 2'b00;
                MemWrite = 0;
                ALUSrc   = 0;
                RegWrite = 0;
            end
        endcase
    end
endmodule
`timescale 1ns/1ps
module decoder (
    input  wire [31:0] instr,
    output wire [6:0]  opcode,
    output wire [4:0]  rd,
    output wire [2:0]  funct3,
    output wire [4:0]  rs1,
    output wire [4:0]  rs2,
    output wire [6:0]  funct7
);
    assign opcode = instr[6:0];
    assign rd     = instr[11:7];
    assign funct3 = instr[14:12];
    assign rs1    = instr[19:15];
    assign rs2    = instr[24:20];
    assign funct7 = instr[31:25];
endmodule
`timescale 1ns / 1ps
module imgen (
    input  [31:0] instr,       
    output reg [31:0] imm_out  
);
    wire [6:0] opcode = instr[6:0];
    always @(*) begin
        case (opcode)
            7'b0000011,  
            7'b0010011,  
            7'b1100111:  
                imm_out = {{20{instr[31]}}, instr[31:20]};
            7'b0100011:  
                imm_out = {{20{instr[31]}}, instr[31:25], instr[11:7]};
            7'b1100011:  
                imm_out = {{19{instr[31]}}, instr[31], instr[7],
                           instr[30:25], instr[11:8], 1'b0};
            7'b0110111,  
            7'b0010111:  
                imm_out = {instr[31:12], 12'b0};
            7'b1101111:  
                imm_out = {{11{instr[31]}}, instr[31],
                           instr[19:12], instr[20], instr[30:21], 1'b0};
            default:
                imm_out = 32'b0;
        endcase
    end
endmodule
`timescale 1ns / 1ps
module register (
    input wire clk,
    input wire rst,
    input wire RegWrite,            
    input wire [4:0] rs1,           
    input wire [4:0] rs2,           
    input wire [4:0] rd,            
    input wire [31:0] write_data,   
    output wire [31:0] rdata1,      
    output wire [31:0] rdata2       
);
    reg [31:0] registers [31:0];
    integer i;
    always @(posedge clk or posedge rst) begin
        if (rst) begin
            for (i = 0; i < 32; i = i + 1)
                registers[i] <= 32'b0;
        end
        else if (RegWrite && rd != 0) begin
            registers[rd] <= write_data;
        end
    end
    assign rdata1 = (rs1 == 0) ? 32'b0 : registers[rs1];
    assign rdata2 = (rs2 == 0) ? 32'b0 : registers[rs2];
endmodule

===== run.sh =====
#!/bin/bash
# OpenROAD 26Q1-2900-gdf79404cd8, Yosys 0.63+post, stock flow scripts
make -C /OpenROAD-flow-scripts/flow DESIGN_CONFIG=/design/flow/config.mk WORK_HOME=/design/flow/orfs finish

===== config.mk =====
export PLATFORM = sky130hd
export DESIGN_NAME = ID_stage
export DESIGN_NICKNAME = ID_stage
export VERILOG_FILES = /design/flow/design.v
export SDC_FILE = /design/flow/constraint.sdc
export NUM_CORES = 4
export LEC_CHECK = 1
export CORE_UTILIZATION = 40

===== constraint.sdc =====
current_design ID_stage

set clk_period 6.7
set clk_io_pct 0.2

create_clock -name clk0 -period $clk_period [get_ports {clk}]

set non_clock_inputs [all_inputs -no_clocks]
set_input_delay [expr $clk_period * $clk_io_pct] -clock clk0 $non_clock_inputs
set_output_delay [expr $clk_period * $clk_io_pct] -clock clk0 [all_outputs]

==> flow_summary.rst <==
Physical design figures
=======================

.. list-table::
   :header-rows: 1

   * - Metric
     - Value
   * - Routed length on met2
     - 118000 um
   * - Worst Reg-to-Reg Cells
     - 1
   * - Worst IR drop on VDD
     - 0.000258 V
   * - Worst hold start
     - reg_inst.registers[2][18]$_DFFE_PP0P_
   * - Yosys chip area
     - ~56000 sq um
   * - Die outline width
     - 375 um
   * - Total setup violations reported at the end of the flow
     - 0
   * - Buffers added on ports
     - ~200
   * - Cell area leaders
     - dfrtp_1 45%, mux2_2 13%, mux2_4 9.7%
   * - Routed metal-1 wirelength
     - ~110000 um
   * - Count of nets left with antenna violations after detail routing
     - 0
   * - Max-area cell share
     - between 40 and 50%
   * - Run status
     - finished clean
   * - Post-CTS clock slew at the launch and capture registers of the worst setup and hold paths
     - about 60 ps
   * - Number of flip-flops under the largest register name
     - 992
   * - Number of hold buffers added after CTS
     - 0
   * - Clock tree sinks
     - between 900 and 1000
   * - Clock tree from TritonCTS
     - yes
   * - Registers with the most flip-flops
     - reg_inst.registers (992)
   * - Log Warnings
     - around 46
   * - Register-to-register setup slack
     - just under 6000 ps
   * - Netlist cell types
     - around 77
   * - Crit. End Element
     - output port
   * - Critical path data arrival time
     - 4950 ps
   * - Post-synthesis cell count
     - 5050
   * - Asr flop ratio synth
     - about 100%
   * - Global Route Usage Sum
     - between 40% and 50%
   * - Setup tns final
     - 0 ps
   * - Inst Count DP
     - between 6000 and 7000
   * - Number of top-level pins
     - a little over 200
   * - Number of H-tree levels
     - 3
   * - Hold Path Sink
     - reg_inst.registers[2][18]$_DFFE_PP0P_
   * - Yosys reg bits
     - 992
   * - Number of design-rule violations left by the first detailed-router iteration
     - around 6400
   * - Cell count of the worst hold path
     - 1
   * - Worst-Margin Slew
     - around 1100 ps
   * - Cell area after synthesis
     - approximately 56000 sq um
   * - Worst setup path class
     - in2out
   * - Class of the worst hold path
     - reg2reg
   * - GRT Residual Overflow
     - 0
   * - Unrepaired setup endpoints after global routing
     - no
   * - Fillcell total
     - roughly 12000
   * - Pin count of the biggest net entering global routing
     - around 120
   * - Cell Count, Final, Fillers Out
     - around 7000
   * - Count of max-cap constraint violations
     - 0
   * - Number of vias in the routed layout
     - about 51000
   * - First-pass detailed-route iteration total
     - 9
   * - Number of clock buffers inserted by TritonCTS
     - around 110
   * - Fraction of layout cells with a size suffix above 1
     - 31.5%
   * - Post-synthesis area per instance
     - 11.0 sq um
   * - FP Core Util
     - between 40% and 50%
   * - Height of the die
     - 375 um
   * - Startpoint class of the critical path
     - primary input
   * - Floorplan row count
     - about 140
   * - Rel. slew slack
     - ~28%
   * - Core box area
     - ~140000 sq um
   * - Data required time at the worst endpoint
     - between 5000 and 6000 ps
   * - Uppermost layer routed
     - met5
   * - EDFF count, synth
     - 0
   * - Count of unresolved DRC violations after routing
     - 0
   * - Maximum buffer depth of the clock tree
     - 3
   * - Placer's final routability congestion estimate
     - about 1.1
   * - Root Driver
     - clkbuf_16
   * - Cell type with the highest aggregate area in the netlist
     - dfrtp_1
   * - Reg2Reg Launch Point
     - reg_inst.registers[10][0]$_DFFE_PP0P_
   * - Final worst-path setup slack
     - roughly 410 ps
   * - Max frequency
     - around 160 MHz
   * - Area growth, synth to finish
     - 16.4%
   * - Count of instantiated cells in the yosys netlist
     - roughly 5100
   * - Insertion delay at the late pin of the worst-skew pair
     - 780 ps
   * - Maximum fanout count along the critical path
     - 22
   * - Power density over cell area
     - between 200 and 300 nW/um^2
   * - Dominant register cell
     - dfrtp_1
   * - Share of synthesized area occupied by flip-flops and latches
     - 44.5%
   * - Total half-perimeter wirelength after legalization and detailed placement
     - 191000 um
   * - Die ar.
     - 141000 sq um
   * - Count of yosys warnings during synthesis
     - 4
   * - Final number of max-transition violations
     - 0
   * - Period Utilization, post-route
     - between 90% and 100%
   * - First-pass GRT wire length
     - between 400000 and 500000 um
   * - Routed wl met3
     - approximately 49000 um
   * - Post-detailed-route wirelength per cell
     - between 40 and 50 um
   * - Drt via density
     - 7.23
   * - Terminus of the critical flop-to-flop path
     - reg_inst.registers[10][0]$_DFFE_PP0P_
   * - Worst clock skew
     - 0 ps
   * - Register with the highest flop count
     - reg_inst.registers
   * - Antenna violations before repair
     - 22
   * - Setup Buffers After CTS
     - 0
   * - Final worst path period need
     - between 6000 and 7000 ps
   * - Post-CTS Resized
     - 0
   * - Vias in the first global route
     - between 40000 and 50000
   * - Pre-CTS worst setup slack
     - between 500 and 600 ps
   * - Final number of hold-violating endpoints
     - 0
   * - Static Leak
     - between 20 and 30 nW
   * - Total wire length after detailed routing
     - about 300000 um
==> per-stage QoR <==
step	hold slack, ps	utilization [%]	power [mW]	cell area, sq um
after floorplan	468	-	8.85	55700
after global placement	489	44.0	10.1	60700
after detailed placement	494	44.0	10.1	60700
after CTS	508	47.0	17.0	64800
after global routing	532	47.0	17.4	64800
final	509	47.1	17.1	64900
==> layer usage <==
layer	vias to the layer above	global-route usage, %
met5	-	1.10
met3	1476	26.3
met1	25400	55.3
met2	4477	56.6
met4	24	29.1
li1	19400	-
==> cell type report <==
type                    count  area, sq um  share of cell area, %
inverters                  14         56.3                 0.0868
multi-input cells        3446        28500                   43.9
clock inverters            56          848                   1.31
repair buffers            541         5100                   7.86
clock buffers             157         3230                   4.99
well taps                1794         2240                   3.46
diodes                     25         62.6                 0.0965
flip-flops and latches    992        24800                   38.3
==> synthesized netlist by cell type, types with 17 or more instances <==
cell type / count
nand3_1: 862
a21oi_1: 122
and3b_1: 23
a22oi_1: 176
nor2_1: 87
a22o_1: 81
and4_1: 36
o21ai_0: 35
a31oi_1: 48
or4_1: 20
a222oi_1: 20
nand2_1: 47
buf_2: 85
dfrtp_1: 992
mux2_2: 632
nand4_1: 227
nand3b_1: 21
mux2_1: 59
buf_6: 37
a2111oi_0: 50
nor4_1: 71
nor3_1: 30
a21o_1: 22
buf_1: 56
clkbuf_1: 385
and3_1: 121
mux2_4: 360
buf_4: 34
nor2b_1: 17
mux2i_1: 45
==> cell families after synthesis <==
| family | count (synthesis) | synth area share (%) |
|---|---|---|
| simple gates | 1656 | 16.7 |
| mux | 1098 | 24.5 |
| flops | 992 | 44.5 |
| compound gates | 691 | 9.18 |
| buf+inv | 612 | 5.04 |
| xor+xnor | 1 | 0.0157 |
==> critical path, stage by stage <==
cell and delay (ps):
buf_2 510, or3b_1 610, nor2_2 680, buf_4 410, a22oi_1 150, and3_1 170
a31oi_1 400, buf_4 190, clkdlybuf4s50_1 450
==> worst max path at each step <==
stage	start	end	slack, ps	cells after the start
CTS	instr[22]	rdata2[8]	600	9
global route	instr[22]	rdata2[8]	410	9
finish	instr[22]	rdata2[8]	410	9
==> cell usage in the layout, fill, tap and decap left out, drive strengths merged, types with 15 or more instances in the layout <==
| master | count |
|---|---|
| clkdlybuf4s50 | 191 |
| clkbuf | 157 |
| o21ai | 36 |
| a222oi | 20 |
| bufinv | 19 |
| nor4 | 79 |
| and2 | 17 |
| a21oi | 123 |
| mux2 | 1051 |
| and3b | 23 |
| mux2i | 45 |
| buf | 350 |
| nand2 | 47 |
| nand4 | 227 |
| a221oi | 15 |
| a31oi | 48 |
| dfrtp | 992 |
| nor3b | 15 |
| and3 | 121 |
| inv | 15 |
| nor2 | 87 |
| and4 | 36 |
| nand3b | 21 |
| nor2b | 17 |
| clkinv | 26 |
| diode | 25 |
| a22oi | 176 |
| a21o | 22 |
| nor3 | 30 |
| a22o | 81 |
| nand3 | 863 |
| or4 | 20 |
| a221o | 16 |
| a2111oi | 50 |
==> power by group <==
| group | switching (mW) | total (mW) | internal [mW] |
|---|---|---|---|
| sequential | 0.843 | 7.61 | 6.76 |
| clock | 2.78 | 6.88 | 4.10 |
| combinational | 1.36 | 2.58 | 1.22 |
No activity file was given, so power comes from the tool's default toggle rates.
